## flow/config.mk

```make
export PLATFORM = sky130hd
export DESIGN_NAME = frequency_divider
export DESIGN_NICKNAME = frequency_divider
export VERILOG_FILES = /design/flow/design.v
export SDC_FILE = /design/flow/constraint.sdc
export NUM_CORES = 4
export LEC_CHECK = 1
export CORE_AREA = 10 10 93 93
export DIE_AREA = 0 0 103 103
```

## flow/run.sh

```bash
#!/bin/bash
# OpenROAD 26Q1-2900-gdf79404cd8, Yosys 0.63+post, stock flow scripts
make -C /OpenROAD-flow-scripts/flow DESIGN_CONFIG=/design/flow/config.mk WORK_HOME=/design/flow/orfs finish
```

## flow/design.v

```verilog
module frequency_divider #(
    parameter DIVISOR = 100000000  
)(
    input clk,
    input rstn,
    output reg clk_out
);
reg [$clog2(DIVISOR/2)-1:0] counter; 
always @(posedge clk or negedge rstn) begin
    if (!rstn) begin
        counter <= 0;
        clk_out <= 0;
    end else begin
        if (counter == DIVISOR/2 - 1) begin
            counter <= 0;
            clk_out <= ~clk_out;
        end else begin
            counter <= counter + 1;
        end
    end
end
endmodule
```

## flow/constraint.sdc

```tcl
current_design frequency_divider

set clk_period 3.3
set clk_io_pct 0.2

create_clock -name clk0 -period $clk_period [get_ports {clk}]

set non_clock_inputs [all_inputs -no_clocks]
set_input_delay [expr $clk_period * $clk_io_pct] -clock clk0 $non_clock_inputs
set_output_delay [expr $clk_period * $clk_io_pct] -clock clk0 [all_outputs]
```

==> out/qor.json <==
{
  "route": {
    "routed-via-count": 962,
    "postRouteWirelength_um": 2490,
    "n_antenna_cell": 0,
    "drt_iter0_markers": 90,
    "first_pass_iteration_count_of_the_detailed_router": 4,
    "route.detailed.vias_per_inst": 4.56,
    "wire_per_inst_um": 11.8,
    "drt.antenna.violating_nets": 0,
    "post-route-drc-count": 0
  },
  "clocking": {
    "worst_setup_hold_path_clk_slew_ns": 0.09,
    "cts_tree": "yes",
    "cts.repair_timing.setup_buffer_count": 0,
    "cts.root.buffer_cell": "clkbuf_8",
    "postCtsResizedCells": 0,
    "clockBufferDepth": 2,
    "cts.hold.buffers_added": 0,
    "clock_tree.htree_level_count": 1,
    "numClockSinks": 27,
    "clock_insertion_delay_worst_skew_ns": 0.27,
    "cts_inserted_buffers": 3
  },
  "setup_path": {
    "worstPathRequired_ns": 3.46,
    "reg2reg_setup_slack_ns": 1.30,
    "criticalPathCategory": "flop to flop",
    "worstSetupStartpoint": "counter[0]$_DFF_PN0_",
    "launch_point_of_the_worst_reg_to_reg_path": "counter[0]$_DFF_PN0_",
    "reg2regPathDepth": 6,
    "critPathCaptureType": "flop",
    "crit_path_top_delay_cell": "nor4_4",
    "capture_point_of_the_worst_reg_to_reg_path": "counter[7]$_DFF_PN0_",
    "crit_arrival_ns": 2.17,
    "timing.critical_path.cells": "ha_1 > and4_1 > nand3_1 > nor4_4 > buf_4 > nor2_1",
    "crit_path_max_fo": 9,
    "start_kind": "flop",
    "crit_path_max_incr_delay_ns": 0.48
  },
  "global_route": {
    "gr-total-overflow": 0,
    "via_count_of_the_first_global_routing_pass": 914,
    "wire_length_of_the_first_global_routing_pass_um": 4560,
    "grt_antenna_before_repair": 0,
    "gr-usage-all-layers": 0.0516,
    "grt_start_max_net_pins": 28
  },
  "place": {
    "port-buffer-count": 2,
    "place.detailed.hpwl_um": 1710,
    "placement.cell_area_sq_mm": 0.00145,
    "dpl_ws_ns": 1.30,
    "routabilityCongestion": 0.836
  },
  "floorplanning": {
    "die_width_um": 103,
    "floorplan.io_pins": 3,
    "core_area_sq_mm": 0.00676,
    "die_h_um": 103,
    "fp-utilization": 0.200,
    "fp.dieArea_sq_mm": 0.0106,
    "std_cell_rows": 30
  },
  "logic_synthesis": {
    "synth-area-yosys_sq_mm": 0.00135,
    "ys_seq_frac": 0.500,
    "postSynthRegisterBits": 27,
    "yosysUniqueCellTypes": 33,
    "synth.yosys.num_cells": 127,
    "ys.warnings.count": 1,
    "netlist_instances": 127,
    "syn_std_cell_area_sq_mm": 0.00135,
    "post_synth.cell_area_avg_sq_um": 10.6
  },
  "final_timing": {
    "finalHoldViolations": 0,
    "fmaxAchievable_ghz": 0.499,
    "period_needed_ns": 2.00,
    "timing_worst_slew_pin_value_ns": 0.515,
    "setup_slack_ns": 1.30,
    "rsz0062_at_grt": "false",
    "fin_tns_setup_ns": 0,
    "finalClockSkew_ns": 0.00555,
    "finalMaxSlewViolations": 0,
    "max_slew_margin": 0.654,
    "setup_viol": 0,
    "final_period_utilization": 0.607
  },
  "finish": {
    "finalInstanceArea_sq_mm": 0.00150,
    "lay_top_count": "dfrtp_1",
    "synthToLayoutAreaGrowth_pct": 10.7,
    "layout.cells.most_common_list": "dfrtp_1 (27), nand2_1 (11), xor2_1 (11)",
    "final_core_utilization": 0.221,
    "fillCellCount": 735,
    "drive_gt1_frac": 0.0840
  },
  "worst_hold_path": {
    "hold_path_startpoint": "clk_out$_DFFE_PN0N_",
    "timing.hold.worst_endpoint": "clk_out$_DFFE_PN0N_",
    "hold_path.class": "flop to flop",
    "hold_path_depth": 1
  },
  "power_and_ir_drop": {
    "power.density_cell_area_mw_per_mm2": 348,
    "vdd_ir_drop_max_v": 0.000317,
    "totalPowerFinal_uw": 520,
    "power_leakage_nw": 0.645
  },
  "job": {
    "warnings": 25,
    "max-cap-violations": 0
  },
  "status": {
    "outcome": "complete, no violations"
  }
}
## per-stage QoR
step           hold slack (ns)  instances
2_1_floorplan            0.364        127
3_3_place_gp             0.461        207
3_5_place_dp             0.469        207
4_1_cts                  0.488        211
5_1_grt                  0.502        211
6_report                 0.479        211
## how the worst max path moves through the flow
stage	to	slack, ns	cells past startpoint
after CTS	counter[7]$_DFF_PN0_	1.29	6
after global routing	counter[22]$_DFF_PN0_	1.11	6
final	counter[7]$_DFF_PN0_	1.30	6
## state kept, by name, indices dropped and copies added, names as in the netlist
register  flops
counter      26
clk_out       1
## cells in the mapped netlist, drive strengths merged
cell	instances	area [sq um]
a21oi	8	40.0
nor3	1	5.00
buf	3	30.0
clkbuf	1	5.00
or4b	1	10.0
and4	6	52.6
o21ai	2	10.0
nor2	9	33.8
nand4bb	1	11.3
a31o	1	8.76
o41ai	2	17.5
and2	1	6.26
ha	1	12.5
nand4b	1	8.76
xnor2	6	52.6
xor2	11	96.3
o31ai	3	22.5
dfrtp	27	676
inv	2	7.51
and2b	1	7.51
nand4	6	43.8
or4	3	22.5
nand2	11	41.3
or3	2	12.5
and3	3	20.0
or2	1	6.26
nor4	4	46.3
nand3	9	45.0
## metal layers
layer  part of all wire  track usage  wire length (um)  up-vias
li1                   -            -                 -      477
met1               0.53       0.0845              1330      464
met2               0.42       0.0707              1060       19
met3              0.038       0.0108                95        2
met4             0.0024      0.00214                 6        0
met5                  0            0                 0        -
## cell type report
cell class | count | area, sq um | share of cell area
repair buffers | 4 | 35.0 | 0.0234
multi-input cells | 94 | 633 | 0.423
inverters | 2 | 7.51 | 0.00502
flip-flops and latches | 27 | 676 | 0.452
clock buffers | 4 | 45.0 | 0.0301
well taps | 80 | 100 | 0.0669
## power by group
group          leakage [nW]  switching (mW)  internal (mW)  total [mW]
registers             0.368               0          0.330       0.330
logic                 0.255         0.00617        0.00181     0.00798
clock network        0.0228          0.0954         0.0864       0.182
total                 0.645           0.102          0.419       0.520
## cell families after synthesis
kind of cell               Yosys count  share of synthesized area
and+or+nand+nor                     60                      0.276
DFF                                 27                      0.500
xor gates and xnor gates            17                      0.110
AOI/OAI and AO/OA                   16                     0.0732
buffers and inverters                6                     0.0315
adders and majority gates            1                    0.00926
## critical path, delay by kind of cell, from the launching register on
kind,cells,cell delay (ns)
flops,1,0.39
fa+ha+maj,1,0.21
simple gates,4,1.02
buf+inv,1,0.27
Power figures rest on the tool's default switching activity, not on a simulated workload.
